File: flow/design.v
`timescale 1ns / 1ps
module end_screen(
      input clk_d, 
    input [9:0] x, 
    input [9:0] y, 
    input video_on, 
    input collision,
    output reg [3:0] red = 0, 
    output reg [3:0] green = 0, 
    output reg [3:0] blue = 0 
    ); 
    always @(posedge clk_d) begin 
            if ((x > 600)|| (x < 40) || (y > 440) || (y <40))
            begin
            red <= 4'h0;    
            green <= 4'h1;    
            blue <= 4'h0;    
            end
   else if (
       ( x>=119 && x<=210 && y>=130 && y<=150 ) ||
        ( x>=119 && x<=139 && y>=130 && y<=230 )||
       ( x>=119 && x<=210 && y>=210 && y<=230 )||
       ( x>=190 && x<=210 && y>=160 && y<=230 )||
        ( x>=169 && x<=210 && y>=160 && y<=180 )|| 
               ( x>=219 && x<=310 && y>=130 && y<=150 )||
        ( x>=219 && x<=239 && y>=130 && y<=230 )||
        ( x>=290 && x<=310 && y>=130 && y<=230 )||
       ( x>=219 && x<=310 && y>=170 && y<=190 )||
               ( x>=319 && x<=410 && y>=130 && y<=150 )||
        ( x>=319 && x<=339 && y>=130 && y<=230 )||
       ( x>=354 && x<=374 && y>=130 && y<=180 )||
       ( x>=390 && x<=410 && y>=130 && y<=230 )||
              ( x>=419 && x<=510 && y>=130 && y<=150 )||
       ( x>=419 && x<=439 && y>=130 && y<=230 )||
       ( x>=419 && x<=469 && y>=170 && y<=190 )||
       ( x>=419 && x<=510 && y>=210 && y<=230 )||
              ( x>=119 && x<=210 && y>=250 && y<=270 )||
       ( x>=119 && x<=139 && y>=250 && y<=350 )||
        ( x>=119 && x<=169 && y>=290 && y<=310 )||
       ( x>=119 && x<=210 && y>=330 && y<=350 )||
              ( x>=219 && x<=310 && y>=250 && y<=270 ) ||
       ( x>=219 && x<=239 && y>=250 && y<=350 ) ||
       ( x>=290 && x<=310 && y>=250 && y<=350 )||
               ( x>=319 && x<=410 && y>=250 && y<=270 ) ||
       ( x>=319 && x<=339 && y>=250 && y<=350 ) ||
       ( x>=319 && x<=410 && y>=320 && y<=350 )||
        ( x>=390 && x<=410 && y>=250 && y<=350 )          
   )
   begin 
    red <= 4'hF;    
    green <= 4'h0;    
    blue <= 4'hF; 
   end
           else
            begin
                red <= 4'hF; 
                blue <= 4'hF; 
                green <= 4'hF; 
            end
        end 
endmodule
File: flow/run.sh
#!/bin/bash
# OpenROAD 26Q1-2900-gdf79404cd8, Yosys 0.63+post, stock flow scripts
make -C /OpenROAD-flow-scripts/flow DESIGN_CONFIG=/design/flow/config.mk WORK_HOME=/design/flow/orfs finish
File: flow/config.mk
export PLATFORM = sky130hd
export DESIGN_NAME = end_screen
export DESIGN_NICKNAME = end_screen
export VERILOG_FILES = /design/flow/design.v
export SDC_FILE = /design/flow/constraint.sdc
export NUM_CORES = 4
export LEC_CHECK = 1
export CORE_UTILIZATION = 30
File: flow/constraint.sdc
current_design end_screen

set clk_period 2.5
set clk_io_pct 0.2

create_clock -name clk0 -period $clk_period [get_ports {clk_d}]

set non_clock_inputs [all_inputs -no_clocks]
set_input_delay [expr $clk_period * $clk_io_pct] -clock clk0 $non_clock_inputs
set_output_delay [expr $clk_period * $clk_io_pct] -clock clk0 [all_outputs]
==> results.json <==
{
  "grt_max_degree": 19,
  "cts.path.max_buffers": 2,
  "vias": 1588,
  "overflow": 0,
  "fp_util": 0.3182,
  "ys_area_sq_um": 1191,
  "crit_start": "y[8]",
  "tool_warnings": 27,
  "dieHeight_um": 65.01,
  "worst-path-max-fanout": 4,
  "drive_above_1_share": 0.3040,
  "async_reset_ff_frac": 0,
  "powerDensity_nw_per_um2": 241.9,
  "grt_pass1_wl_mm": 6.285,
  "edf_count": 0,
  "track_usage": 0.1858,
  "whs_ns": 1.076,
  "syn_inst": 184,
  "final.setup.tns_ns": 0,
  "maxCapViolations": 0,
  "synthDistinctLibCells": 55,
  "slew_headroom": 0.7296,
  "internal-power_mw": 0.3136,
  "design_area_sq_um": 1949,
  "cts_htree_levels": 1,
  "dieArea_sq_um": 4226,
  "p_sw_frac": 0.3350,
  "clkPwrFrac": 0.295,
  "cp-endpoint": "green[0]$_SDFF_PN1_",
  "seq_power_share": 0.118,
  "drc_errors": 0,
  "cts_tree": "built",
  "worst_pin_slew_ns": 0.4047,
  "min_period_ns": 2.390,
  "detail-route-antenna-nets": 0,
  "yosysMostFrequentCell": "nor2_1",
  "p_switching_mw": 0.1580,
  "root_buffer": "clkbuf_8",
  "setup_violations": 0,
  "path_clk_slew_ns": 0.03,
  "p_leak_nw": 0.8238,
  "hold_class": "input pin to flip-flop",
  "fmax_mhz": 418.5,
  "drt_iter0_drc": 116,
  "arrival_ns": 2.51,
  "power.share.combinational": 0.587,
  "hold_viol": 0,
  "vdd_ir_drop_max_v": 0.00009397,
  "num_antenna_cells": 0,
  "portBuffers": 32,
  "outcome": "completed",
  "maxSlewViolCount": 0,
  "cts_hold_buffers": 0,
  "cp-start-kind": "input pin",
  "top_cells_by_count": "19 x nor2_1, 17 x nand2_1, 13 x buf_4, 13 x nand3_1, 11 x o21ai_0",
  "clock_sinks": 3,
  "ff_type": "dfxtp_1",
  "path_class": "input pin to flip-flop",
  "core_region_area_sq_um": 3744,
  "die_w_um": 65.01,
  "place_area_sq_um": 1833,
  "yosysTopAreaCellShare": 0.08193,
  "syn_to_final_growth_pct": 63.66,
  "drt_pre_antenna_iters": 4,
  "place.gp.congestion": 0.9551,
  "place_hpwl_mm": 3.102,
  "cp.required_ns": 2.62,
  "routed_wl_mm": 3.768,
  "grt_pass1_vias": 1449,
  "syn_area_sq_um": 1191,
  "cts_buffers": 3,
  "ys_cells": 184,
  "via_per_inst": 5.329,
  "grt_antenna_before_repair": 0,
  "top_area_cell": "buf_4",
  "yosysWarnings": 1,
  "avgSynthCellArea_sq_um": 6.474,
  "area_leaders": "buf_4 8.2%, nor2_1 6.0%, nand3_1 5.5%",
  "rows": 22,
  "ios": 35,
  "postSynthSeqShare": 0.05042,
  "synth-seq-cells": 3,
  "finalCritPeriodShare": 0.9558,
  "final.fill_count": 378,
  "postCtsSetupBuffers": 0,
  "wl_per_cell_um": 12.64,
  "cp-end-kind": "flip-flop"
}
[worst max-delay path: stages]
cell,delay (ns)
clkdlybuf4s50_1,0.48
inv_1,0.08
o2111ai_1,0.12
a32o_2,0.32
nand2_1,0.07
a31oi_1,0.10
or4_4,0.55
o41ai_2,0.27
[worst min-delay path by stage]
stage,cells after the start,slack (ns),endpoint,start
CTS,5,1.27,red[2]$_DFF_P_,y[5]
global route,7,1.15,green[2]$_SDFF_PN0_,y[2]
finish,7,1.08,green[2]$_SDFF_PN0_,y[2]
[cells in the final DEF (no fill, tap or decap), types with 3 or more instances in the layout]
cell,instances
o311ai_1,3
o21bai_1,3
clkdlybuf4s50_1,25
nor3_1,6
o21ai_1,4
nand3b_1,3
clkbuf_8,3
o21ai_0,10
dlymetal6s2s_1,7
nor2_1,19
inv_1,5
buf_4,52
a21oi_1,10
nand2_1,17
nand3_1,13
nand2b_1,4
a31oi_1,5
a211oi_1,4
dfxtp_1,3
[metrics by stage]
stage	cells	setup slack [ns]	power [mW]	util
finish	298	0.1104	0.4715	0.5207
global route	298	-0.001632	0.5073	0.5207
CTS	298	0.002034	0.4698	0.5020
detailed placement	294	-0.2463	0.3251	0.4896
global placement	294	-0.2297	0.3244	0.4896
floorplan	184	0.4210	0.1912	-
[logic make-up after synthesis]
logic type | synth area share
and+or+nand+nor | 0.3855
muxes | 0.008404
buffers and inverters | 0.1576
AOI/OAI and AO/OA | 0.3981
DFF | 0.05042
[state kept, by name, indices dropped and copies added (netlist names)]
| register | cells |
|---|---|
| green | 2 |
| red | 1 |
[metal layers]
metal  GRT usage  vias up  share of wire
met2      0.2995       52           0.45
met5           0        -              0
met3     0.01071        4          0.051
met1      0.2767      709           0.49
met4     0.02717        0         0.0074
li1            -      823              -
[power groups by stage]
stage / combinational [mW] / sequential [mW] / clock [mW]
6_report: 0.277 / 0.0556 / 0.139
4_1_cts: 0.270 / 0.0558 / 0.144
5_1_grt: 0.303 / 0.0565 / 0.148
[what timing repair did]
item,CTS,global route
pin swaps,0,6
endpoints found under the setup margin,2,2
resized,1,17
[area by class of cell]
class | count | area (sq um) | area share
Sequential cell | 3 | 60.06 | 0.03081
Clock buffer | 4 | 45.04 | 0.02311
Tap cell | 48 | 60.06 | 0.03081
Multi-Input combinational cell | 152 | 997.2 | 0.5116
Timing Repair Buffer | 86 | 768.2 | 0.3941
Inverter | 5 | 18.77 | 0.009628
Power figures rest on the tool's default switching activity, not on a simulated workload.
