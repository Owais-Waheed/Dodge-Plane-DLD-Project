--- run.sh ---
#!/bin/bash
# OpenROAD 26Q1-2900-gdf79404cd8, Yosys 0.63+post, stock flow scripts
make -C /OpenROAD-flow-scripts/flow DESIGN_CONFIG=/design/flow/config.mk WORK_HOME=/design/flow/orfs finish
--- constraint.sdc ---
current_design h_counter

set clk_period 2.1
set clk_io_pct 0.2

create_clock -name clk0 -period $clk_period [get_ports {clk}]

set non_clock_inputs [all_inputs -no_clocks]
set_input_delay [expr $clk_period * $clk_io_pct] -clock clk0 $non_clock_inputs
set_output_delay [expr $clk_period * $clk_io_pct] -clock clk0 [all_outputs]
--- config.mk ---
export PLATFORM = sky130hd
export DESIGN_NAME = h_counter
export DESIGN_NICKNAME = h_counter
export VERILOG_FILES = /design/flow/design.v
export SDC_FILE = /design/flow/constraint.sdc
export NUM_CORES = 4
export LEC_CHECK = 1
export CORE_AREA = 10 10 72 72
export DIE_AREA = 0 0 82 82
--- design.v ---
`timescale 1ns / 1ps
module h_counter(
clk,h_count,trig_v
    );
    input clk;
    output[9:0] h_count;
    output trig_v;
    reg[9:0] h_count;
    reg trig_v;
    initial begin
        h_count <= 0;
        trig_v <= 0;
    end
    always @ (posedge clk)
    begin
        if (h_count < 799)
        begin
            h_count <= h_count + 1;
            trig_v <= 1'b0;       
        end
        else 
        begin
            trig_v <= 1'b1;
            h_count <= 0;        
        end
    end
endmodule
==> metrics.cfg <==
[timing]
rsz0062_at_grt = no
max_slew_margin_pct = 68.1
tightest_slew_ps = 476
hold_violations = 0
skew_ps = 1.96
report.final.slew_viol_count = 0
finalCriticalPeriod_ps = 1640
setup_viol = 0
timing.fmax_mhz = 611
fin_crit_sh_pct = 77.9
totalNegativeSetupSlack_ps = 0

[die]
pin_count = 12
core_area_sq_mm = 0.00369
die_width_um = 82
die_h_um = 82
rows = 22
initial_utilization_pct = 12.2
dieArea_sq_mm = 0.00672

[place]
io_buffer_count = 11
dp_hpwl_um = 860
dp_cells = 108
place_congestion = 0.779

[clock_tree]
cts_made_buffers = 3
insertion_delay_ps = 230
cts_resized = 0
postCtsHoldBufs = 0
cts_setup_buffers = 0
clk_path_buf_depth = 2
tritoncts = built
cts_htree_levels = 1
clk_pin_slew_worst_paths_ps = 50
clkSinkCount = 11
cts_root_buf = clkbuf_8

[yosys]
avgSynthCellArea_sq_um = 9.22
synth_warnings = 1
synth_flops = 11
area_leaders = dfxtp_1 (49%), nand2_1 (5.8%), nand3_1 (4.4%)
synth_area_leader_cell = dfxtp_1
xor_share_pct = 5.82
synth.distinct_cells = 20
synth_area_sq_um = 452
edf_count = 0
ys_async_sr_fraction_pct = 0
ys.flop_type = dfxtp_1
yosysCellCount = 49
synthAoiAreaFrac_pct = 16.6
ys_sh_simple_pct = 23.5
syn_inst = 49
ys_chip_area_sq_um = 452
mux_share_pct = 0
synth_seq_share_pct = 48.8
logic_family = simple AND/OR/NAND/NOR gates
fa_ha_area_share_pct = 2.77
synth_top_area_share_pct = 48.8

[power_and_ir_drop]
ir_worst_vdd_mv = 0.158
power_density_mw_per_mm2 = 628
p_leak_nw = 0.210

[grt]
grt_pass1_vias = 377
antenna_found_initial = 0
grt-ovfl-total = 0
grt_use_total_pct = 3.25
grt_pass1_wl_um = 1730
grt_max_degree = 9

[critical_path]
required_ps = 2230
worst_ep_arrival_time_ps = 1770
crit_path_max_fanout = 6
reg2reg_slack_ps = 460
startpoint_type = flip-flop
path_class = reg -> reg
endpoint_kind = flip-flop

[routing]
ant_nets = 0
viasPerCell = 3.67
dr.pass1.iters = 4
totalWireLength_um = 1120
antenna_cells = 0
drc_errors = 0
routedWlPerCell_um = 9.99
drtIter0Drc = 39
vias = 411

[job]
maxCapViolCount = 0
warnings = 25

[layout]
syn2layout_area_growth_pct = 47.6
final-instance-count-excl-fill = 112
drive_gt1_share_pct = 6.25

[hold_path]
hold_path.class = reg -> reg

[outcome]
status = completed

[where the power goes]
part / switching, mW / internal (mW)
Clock: 0.0769 / 0.133
Combinational: 0 / 0
Sequential: 0 / 0.209
Total: 0.0769 / 0.342
[worst paths after layout]
path / startpoint / endpoint / depth (start not counted)
worst min-delay path: h_count[0]$_SDFF_PP0_ / h_count[0]$_SDFF_PP0_ / 1
worst max register to register: h_count[0]$_SDFF_PP0_ / h_count[5]$_SDFF_PP0_ / 4
worst max-delay path: h_count[0]$_SDFF_PP0_ / h_count[5]$_SDFF_PP0_ / 4
worst min register to register: h_count[0]$_SDFF_PP0_ / h_count[0]$_SDFF_PP0_ / 1
[layout make-up]
class,count,area [sq um]
clock buffers,4,45.0
fillers,420,3020
inverters,3,11.3
multi-input cells,35,220
flip-flops and latches,11,220
well taps,48,60.1
repair buffers,11,110
[Yosys cell counts, drive strengths merged (2+ instances only)]
cell and n:
nand4 2, inv 3, dfxtp 11, nand2 7, o311ai 2, xor2 2
a31oi 3, nand3 4, or4 2, nor2 3
[critical path, cell delays in order, from the launching register on]
cell     delay, ps
dfxtp_1        380
ha_1           220
nand4_1        220
a31oi_1        490
o21ba_2        220
[cell families after synthesis]
family          count (synthesis)
compound gates                 10
xor+xnor                        3
fa+ha+maj                       1
buf+inv                         3
flops                          11
simple gates                   21
[cell usage in the layout (no fill, tap or decap)]
| cell | count |
|---|---|
| clkbuf_8 | 3 |
| dfxtp_1 | 11 |
| nor2_1 | 3 |
| xor2_1 | 2 |
| a21oi_1 | 1 |
| inv_1 | 3 |
| or4_1 | 2 |
| clkbuf_1 | 1 |
| nand4_1 | 2 |
| o21a_1 | 1 |
| o311ai_0 | 2 |
| or4b_1 | 1 |
| xnor2_1 | 1 |
| o21ba_2 | 1 |
| nand3_1 | 4 |
| o211ai_1 | 1 |
| nor2b_1 | 1 |
| ha_1 | 1 |
| nor3_1 | 1 |
| clkdlybuf4s50_1 | 11 |
| a31oi_1 | 3 |
| nand2_1 | 7 |
| o41ai_1 | 1 |
[flip-flops by register name (all words and copies together), names as in the netlist]
register and cells:
trig_v 1, h_count 10
[routing by layer]
layer | up-vias | part of all wire (%) | GRT usage, %
met2 | 9 | 49 | 5.33
met5 | - | 0 | 0
met3 | 0 | 8.1 | 1.43
met4 | 0 | 0 | 0.850
met1 | 190 | 42 | 3.79
li1 | 212 | - | -
[stage by stage]
| step | setup WS (ps) | util, % | hold slack, ps | cell area (sq um) | power, mW |
|---|---|---|---|---|---|
| 2_1_floorplan | 705 | - | 430 | 452 | 0.213 |
| 3_3_place_gp | 530 | 16.9 | 460 | 622 | 0.213 |
| 3_5_place_dp | 469 | 16.9 | 469 | 622 | 0.213 |
| 4_1_cts | 459 | 18.1 | 479 | 667 | 0.423 |
| 5_1_grt | 311 | 18.1 | 511 | 667 | 0.431 |
| 6_report | 464 | 18.1 | 482 | 667 | 0.419 |
No activity file was given, so power comes from the tool's default toggle rates.
